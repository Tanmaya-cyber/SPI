[config.mk]
export PLATFORM = sky130hd
export DESIGN_NAME = SPI_BaudRate_Generator
export DESIGN_NICKNAME = SPI_BaudRate_Generator
export VERILOG_FILES = /design/flow/design.v
export SDC_FILE = /design/flow/constraint.sdc
export NUM_CORES = 4
export LEC_CHECK = 1
export CORE_UTILIZATION = 30
[run.sh]
#!/bin/bash
# OpenROAD 26Q1-2900-gdf79404cd8, Yosys 0.63+post, stock flow scripts
make -C /OpenROAD-flow-scripts/flow DESIGN_CONFIG=/design/flow/config.mk WORK_HOME=/design/flow/orfs finish
[constraint.sdc]
current_design SPI_BaudRate_Generator

set clk_period 195.5
set clk_io_pct 0.2

create_clock -name clk0 -period $clk_period [get_ports {clk}]

set non_clock_inputs [all_inputs -no_clocks]
set_input_delay [expr $clk_period * $clk_io_pct] -clock clk0 $non_clock_inputs
set_output_delay [expr $clk_period * $clk_io_pct] -clock clk0 [all_outputs]
[design.v]
module SPI_BaudRate_Generator (
    input wire clk,              
    input wire rst,              
    input wire [7:0] spibr,      
    input wire [31:0] bus_clock,  
    output reg [31:0] baud_rate  
);
    wire [2:0] sppr;  
    wire [2:0] spr;   
    reg [31:0] baud_rate_divisor;
    assign sppr = spibr[6:4];  
    assign spr  = spibr[2:0];  
    always @(posedge clk or posedge rst) begin
        if (rst) begin
            baud_rate_divisor <= 32'd2;  
            baud_rate <= 32'd0;  
        end
        else begin
            baud_rate_divisor <= (sppr + 1) * (2 ** (spr + 1));
            baud_rate <= bus_clock / baud_rate_divisor;
        end
    end
endmodule
==> qor.yml <==
worst_setup_path:
  slowest_stage: "o32ai_1"
  critical_path.max_stage_delay_ps: 750
  worstPathArrival_ps: 133700
  critical_path_class: "input port to register"
  cp_max_fo: 38
  endpoint_kind: "register"
  required_ps: 195730
  ff2ff_path_depth: 391
  path_common_cell: "o21a_1"
  start_kind: "input port"
grt:
  grt_overflow: 0
  grt_max_degree: 39
  grt_use_total: 0.179
  grt_antenna_before_repair: 2
  grt_pass1_vias: 26100
  grt_pass1_wl_mm: 139
final_timing:
  fmaxAchievable_ghz: 0.00749
  rsz0062_at_grt: "no"
  finalHoldViolations: 0
  finalSetupViolations: 0
  tns_ps: 0
  clock_skew_ps: 13.1
  finalCriticalPeriod_ps: 133480
  slew_viol_final: 0
  min_period_over_period: 0.683
  slew_headroom: 0.360
  worstMarginPinSlew_ps: 948
clock_tree:
  cts_tree: "built"
  post_cts_buffers: 0
  hold_buffers: 0
  worstSkewPairLatency_ps: 360
  clk_pin_slew_worst_paths_ps: 100
  clock_sinks: 53
  cts_resized: 0
  clock_path_buffers: 2
  htreeDepth: 2
  cts_buffers: 5
  root_buffer: "clkbuf_16"
finish:
  synthToLayoutAreaGrowth_pct: 8.70
  logic_area_um2: 26300
  seq_area_um2: 1330
  drive_above_1_share: 0.0784
  num-fill-cells: 10000
logic_synthesis:
  syn_inst: 3914
  area_leaders: "ha_1 (21%), a21oi_1 (5.5%), xnor2_1 (5.1%)"
  synth-seq-cells: 53
  yosysUniqueCellTypes: 121
  edf_count: 0
  top_cell_area_share: 0.213
  flop_cell: "dfrtp_1"
  synth-async-reset-ratio: 1.00
  yosysWarningCount: 1
  yosysTopAreaCell: "ha_1"
  yosysSeqAreaShare: 0.0464
  syn_area_um2: 28600
  ys_cells: 3914
  syn_avg_cell_area_um2: 7.31
  ys_area_um2: 28600
detailed_routing:
  postRouteAntennaNets: 0
  wl_per_cell_um: 16.5
  finalWirelength_mm: 86.3
  vias_per_cell: 5.46
  dr.pass1.iters: 5
  drc: 0
  routed-via-count: 28500
  first_iter_violations: 1719
hold_path:
  whs_path_depth: 1
  hp-class: "register to register"
die:
  die_y_um: 311
  core_area_um2: 93900
  row_count: 112
  ioPinCount: 74
  fp_util: 0.305
  die_area_um2: 96700
  die_x_um: 311
run_status:
  outcome: "finished clean"
placed_design:
  place.detailed.hpwl_mm: 70.3
  finalWeightedCongestion: 0.961
  portBuffers: 71
run:
  openroad.warnings: 28
  drv_cap: 0
## registers in the layout (all words and copies together) (netlist names)
register / cells
baud_rate_divisor: 21
baud_rate: 32
## kinds of logic (layout without fill, tap and decap cells)
kind of cell	after synthesis	in the layout	synth area share
other cells	2	33	0.000262
flops	53	53	0.0464
buf+inv	280	301	0.0379
compound gates	1207	1207	0.290
xor+xnor	274	274	0.0841
mux	173	173	0.0685
simple gates	1407	1407	0.239
fa+ha+maj	518	518	0.234
## synth_stat cells (15+ instances only)
master    count
ha_1        488
nor2_1      386
nand2_1     340
a21oi_1     312
o21ai_0     177
nor3_1      171
xnor2_1     166
inv_1       160
o21a_1      135
mux2_2      127
a21o_1      119
nand3_1     115
xor2_1      107
o31ai_1      81
clkbuf_1     78
nand2b_1     60
dfrtp_1      52
nor2b_1      47
or3_1        47
nand4_1      42
o211ai_1     42
and2_1       40
a31oi_1      36
mux2i_1      32
and3_1       30
o21bai_1     29
fa_1         28
a211oi_1     26
or2_2        25
nor4_1       22
a21boi_0     21
a31o_2       15
buf_1        15
## layer usage
layer,global-route usage,vias to the layer above,part of all wire
met5,0,-,0
met4,0.0264,0,0.017
met3,0.0274,63,0.057
met2,0.282,589,0.44
met1,0.261,13000,0.49
li1,-,14800,-
## path summary, 6_finish.rpt
path	start	endpoint	slack (ps)
setup / recovery	bus_clock[31]	baud_rate[0]	62020
hold / removal	baud_rate_divisor[6]	baud_rate[26]	720
setup reg to reg	baud_rate_divisor[20]	baud_rate[0]	99900
hold reg to reg	baud_rate_divisor[6]	baud_rate[26]	720
max in group asynchronous	rst	baud_rate_divisor[14]	155450
min in group asynchronous	rst	baud_rate[23]	39110
## worst max-delay path, delay by kind of cell
family                     cells  cell delay, ps
adders and majority gates     32           10630
muxes                          7            2460
and+or+nand+nor              100           20800
AOI/OAI and AO/OA            207           49460
buffers and inverters         43           10890
## layout make-up
class	instances	area share
Sequential cell	53	0.0427
Clock buffer	5	0.00402
Timing Repair Buffer	119	0.0344
Tap cell	1254	0.0504
Multi-Input combinational cell	3611	0.846
Antenna cell	1	0.0000804
Clock inverter	3	0.000925
Inverter	174	0.0210
## placed cells by master, fill, tap and decap left out, drive strengths merged, types with 120 or more instances in the layout
| master | n |
|---|---|
| ha | 488 |
| nor2 | 388 |
| nand2 | 340 |
| a21oi | 317 |
| o21ai | 184 |
| nor3 | 175 |
| inv | 171 |
| xnor2 | 166 |
| mux2 | 138 |
| o21a | 135 |
| a21o | 120 |
## per-stage QoR
step | instances | instance area (um^2) | util | worst slack, ps | hold WS (ps)
final | 5220 | 31100 | 0.331 | 62020 | 715
after global routing | 5220 | 31100 | 0.331 | 54940 | 758
after CTS | 5219 | 31100 | 0.331 | 62630 | 721
after detailed placement | 5211 | 31000 | 0.330 | 62510 | 714
after global placement | 5211 | 31000 | 0.330 | 62750 | 713
after floorplan | 3944 | 28700 | - | 76400 | 608
