## design/flow/config.mk

```make
export PLATFORM = sky130hd
export DESIGN_NAME = SPI_Control_Registers
export DESIGN_NICKNAME = SPI_Control_Registers
export VERILOG_FILES = /design/flow/design.v
export SDC_FILE = /design/flow/constraint.sdc
export NUM_CORES = 4
export LEC_CHECK = 1
export CORE_AREA = 10 10 70 70
export DIE_AREA = 0 0 80 80
```

## design/flow/constraint.sdc

```tcl
current_design SPI_Control_Registers

set clk_period 1.0
set clk_io_pct 0.2

create_clock -name clk0 -period $clk_period [get_ports {clk}]

set non_clock_inputs [all_inputs -no_clocks]
set_input_delay [expr $clk_period * $clk_io_pct] -clock clk0 $non_clock_inputs
set_output_delay [expr $clk_period * $clk_io_pct] -clock clk0 [all_outputs]
```

## design/flow/design.v

```verilog
module SPI_Control_Registers (
    input wire clk,
    input wire rst,
    input wire [7:0] ctrl_reg1,   
    input wire [7:0] ctrl_reg2,   
    output reg spie, spe, sptie, mstr, cpol, cpha, ssoe, lsbfe,  
    output reg modfen, bidiroe, spiswai, spc0   
);
    always @(posedge clk or posedge rst) begin
        if (rst) begin
            spie   <= 1'b0;
            spe    <= 1'b0;
            sptie  <= 1'b0;
            mstr   <= 1'b0;
            cpol   <= 1'b0;
            cpha   <= 1'b1;  
            ssoe   <= 1'b0;
            lsbfe  <= 1'b0;
            modfen <= 1'b0;
            bidiroe<= 1'b0;
            spiswai<= 1'b0;
            spc0   <= 1'b0;
        end 
        else begin
            spie   <= ctrl_reg1[7];  
            spe    <= ctrl_reg1[6];  
            sptie  <= ctrl_reg1[5];  
            mstr   <= ctrl_reg1[4];  
            cpol   <= ctrl_reg1[3];  
            cpha   <= ctrl_reg1[2];  
            ssoe   <= ctrl_reg1[1];  
            lsbfe  <= ctrl_reg1[0];  
            modfen <= ctrl_reg2[4];  
            bidiroe<= ctrl_reg2[3];  
            spiswai<= ctrl_reg2[1];  
            spc0   <= ctrl_reg2[0];  
        end
    end
endmodule
```

## design/flow/run.sh

```bash
#!/bin/bash
# OpenROAD 26Q1-2900-gdf79404cd8, Yosys 0.63+post, stock flow scripts
make -C /OpenROAD-flow-scripts/flow DESIGN_CONFIG=/design/flow/config.mk WORK_HOME=/design/flow/orfs finish
```

==> flow_summary.yaml <==
# implementation run metrics
status:
  status: "complete, but fails checks"
  violations: "setup timing"
pwr:
  peakVddDrop_mv: 0.271
  powerDensity_nw_per_um2: 1520
  p_total_w: 0.000893
  leakagePower_nw: 0.262
finish:
  n_fill_cell: 385
  logic_gate_count: 0
  area_growth_pct: 92.2
  layout-drive-gt1-share: 0.395
  logic_area_um2: 0
global_route:
  grt_pass1_wl_um: 1410
  first_global_vias: 271
  antenna_found_initial: 0
  grtUsageTotal: 0.0271
  grt_overflow_total: 0
  grt_start_max_net_pins: 13
synth:
  ys_cells: 13
  common_cells: "dfrtp_1, dfstp_2, inv_1"
  async_reset_ff_frac: 1.00
  synthCells: 13
  synth.most_common_cell: "dfrtp_1"
  top_area_frac: 0.902
  avgSynthCellArea_um2: 23.5
  topCellsByArea: "dfrtp_1, dfstp_2, inv_1"
  yosys.area.top_type: "dfrtp_1"
  synthesis.area_um2: 305
  ys_area_um2: 305
  synth_flops: 12
  synth_cell_types: 3
  edf_count: 0
  ys_seq_frac: 0.988
  yosys_warnings: 1
  flop_cell: "dfrtp_1"
clocking:
  cts.path.max_buffers: 2
  clock_sinks: 12
  cts_tree: "built"
  clk_pin_slew_ps: 70
  cts-htree-levels: 1
  cts_setup_buffers: 0
  cts_made_buffers: 3
  clock-root-buffer: "clkbuf_4"
setup_path:
  critical_path_class: "reg2out"
  slowest_stage: "dfstp_2"
  path_depth: 1
  critPathMaxStageDelay_ps: 510
  critPathCapture: "cpha"
  end_kind: "output pin"
  crit_buf_inv: 1
  crit_path_cell_trace: "buf_2"
  required_ps: 800
  startpoint_type: "register"
  arrival_ps: 860
  cp_max_fo: 1
  crit_family: "flip-flops"
  crit_start: "cpha$_DFF_PP1_"
drt:
  num_vias: 221
  wl_per_cell_um: 9.99
  wirelength_um: 889
  firstDrtPassIters: 1
  diodes: 0
  drcViolationCount: 0
  drtIter0Drc: 0
  antenna_left: 0
  via_per_inst: 2.48
sta:
  setup_violations: 1
  fin_crit_ps: 1060
  rsz0062_at_grt: "yes"
  fmax_mhz: 945
  finalCritPeriodShare: 1.06
  finalSetupTns_ps: -58.0
  relSlewSlack: 0.896
  holdWs_ps: 222
  fin_ws_ps: -58.0
  finalMaxSlewViolations: 0
  hold_viol: 0
  worst_slew_pin_slew_ps: 156
placement:
  place.gp.congestion: 0.612
  port_buffers: 25
  dp_hpwl_um: 785
  post-place-ws_ps: -162
floorplanning:
  fp.coreArea_um2: 3420
  die_x_um: 80
  rows: 21
  fp-utilization: 0.0894
  die_area_um2: 6400
  pin_count: 30
  chipHeight_um: 80
flow_run:
  warnings: 31
  drv_cap: 0
hold_path:
  hp-class: "in2async"
==> power by group <==
part,switching (W),leakage [nW],internal [W]
Combinational,0.0000196,0.108,0.0000620
Sequential,0.00000527,0.139,0.000511
Clock,0.000141,0.0150,0.000154
Total,0.000166,0.262,0.000727
==> worst min-delay path by stage <==
| stage | start | endpoint | slack, ps | cells after the start |
|---|---|---|---|---|
| CTS | rst | ssoe$_DFF_PP0_ | 220 | 3 |
| global route | rst | ssoe$_DFF_PP0_ | 230 | 3 |
| finish | rst | ssoe$_DFF_PP0_ | 220 | 3 |
==> cell families (layout without fill, tap and decap cells) <==
logic type             count (synthesis)  count (layout)  synth area share
flip-flops                            12              12             0.988
buffers and inverters                  1              31            0.0123
==> layout by cell type (no fill, tap or decap) <==
master and count:
clkdlybuf4s50_1 13, buf_2 12, dfrtp_1 11, clkbuf_4 3, inv_1 1, clkbuf_1 1
dfstp_2 1, buf_4 1
==> metal layers <==
layer  wire, um  share of wire  vias to the layer above  track usage
li1           -              -                       98            -
met1        267           0.30                      108       0.0281
met2        500           0.56                       10       0.0482
met3         63          0.071                        5      0.00682
met4         58          0.065                        0       0.0158
met5          0              0                        -            0
==> layout make-up <==
type	count	area [um2]	area share
Clock buffer	4	26.3	0.0448
Inverter	1	3.75	0.00640
Sequential cell	12	302	0.514
Tap cell	46	57.6	0.0981
Timing Repair Buffer	26	198	0.337
==> stage by stage <==
step	instances	util	instance area, um2
finish	89	0.172	587
floorplan	13	-	305
global route	89	0.172	587
CTS	89	0.172	587
detailed placement	85	0.182	621
global placement	85	0.182	621
==> flip-flops by register name (all words and copies together), names as in the netlist <==
name	cells
bidiroe	1
cpha	1
cpol	1
lsbfe	1
modfen	1
mstr	1
spc0	1
spe	1
spie	1
spiswai	1
sptie	1
ssoe	1
==> what timing repair did <==
item | 4_1_cts | 5_1_grt
gates resized | 36 | 0
endpoints found under the setup margin | 12 | 1
hold buffers | 0 | 0
pin swaps | 0 | 0
Power and IR drop assume default switching activity.
